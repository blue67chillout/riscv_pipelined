===== flow/run.sh =====
#!/bin/bash
# OpenROAD 26Q1-2900-gdf79404cd8, Yosys 0.63+post, stock flow scripts
make -C /OpenROAD-flow-scripts/flow DESIGN_CONFIG=/design/flow/config.mk WORK_HOME=/design/flow/orfs finish

===== flow/config.mk =====
export PLATFORM = sky130hd
export DESIGN_NAME = MEM_WB_reg
export DESIGN_NICKNAME = MEM_WB_reg
export VERILOG_FILES = /design/flow/design.v
export SDC_FILE = /design/flow/constraint.sdc
export NUM_CORES = 4
export LEC_CHECK = 1
export CORE_UTILIZATION = 30

===== flow/constraint.sdc =====
current_design MEM_WB_reg

set clk_period 1.0
set clk_io_pct 0.2

create_clock -name clk0 -period $clk_period [get_ports {clk}]

set non_clock_inputs [all_inputs -no_clocks]
set_input_delay [expr $clk_period * $clk_io_pct] -clock clk0 $non_clock_inputs
set_output_delay [expr $clk_period * $clk_io_pct] -clock clk0 [all_outputs]

===== flow/design.v =====
module MEM_WB_reg (
    input clk,
    input rst,
    input  [31:0] ALUResultM,
    input  [31:0] ReadDataM,
    input  [4:0] rdM,
    output [31:0] ALUResultW,
    output [31:0] ReadDataW,
    output [4:0] rdW
);
always @(posedge clk) begin
    if(rst) begin
        ALUResultW <=0;
        ReadDataW <=0;
        rdW <=0;
    end
    else begin
        ALUResultW <=ALUResultM;
        ReadDataW <=ReadDataM;
        rdW <=rdM;
end
end
endmodule

==> flow_summary.yaml <==
# synthesis and place-and-route metrics
die:
  coreArea_mm2: 0.00596
  die_y_um: 80.7
  core_util_floorplan_pct: 31.2
  die_w_um: 80.7
  die_area_mm2: 0.00651
  top_level_ports: 140
  std_cell_rows: 28
cts:
  numCtsBuffers: 9
  clk_pin_slew_worst_paths_ps: 70
  htree_levels: 3
  clkSinkCount: 69
  hold_buffers: 0
  clk_path_buf_depth: 2
  cts_tree: "done"
  root_buffer: "clkbuf_8"
layout:
  syn_to_final_growth_pct: 70.3
  layout.cells.non_filler: 369
  drive_above_1_share_pct: 29.6
  final_util_pct: 53.1
  final_area_mm2: 0.00316
  final_layout_top_logic_cells: "70 x buf_2, 69 x nor2b_1, 69 x clkdlybuf4s50_1, 68 x dfxtp_1, 11 x clkbuf_8"
  lay_top_count: "buf_2"
sta:
  finalCriticalPeriod_ps: 934
  rsz0062_at_grt: "no"
  hold_violations: 0
  setup_tns_ps: 0
  max_slew_margin_pct: 86.8
  finalSetupViolCount: 0
  final_max_slew_viol_count: 0
  fmax_ghz: 1.07
  finalCritPeriodShare_pct: 93.4
  tightestPinTransition_ps: 198
synth:
  syn_area_mm2: 0.00186
  ys_area_mm2: 0.00186
  ys_cells: 145
  avgSynthCellArea_um2: 12.8
  yosysTopAreaCell: "dfxtp_1"
  postSynthSeqShare_pct: 74.4
  numSynthFlops: 69
  synth.distinct_cells: 5
  synthCells: 145
  yosys_warnings: 7
  yosys.area.top_type_share_pct: 74.4
  top_cells_by_area: "dfxtp_1 74%, nor2b_1 23%, buf_2 1.3%"
global_routing:
  grt_pass1_wl_um: 6350
  grt-ovfl-total: 0
  grt_usage_pct: 13.2
  antenna_found_initial: 0
  grt_pass1_vias: 1284
  grt_max_degree: 29
power:
  cellPowerDensity_mw_per_mm2: 1690
  total_power_uw: 5360
  p_comb_share_pct: 9.8
  vdd.ir_drop.worst_mv: 0.822
  p_clk_share_pct: 35.7
  pwr-share-seq_pct: 54.6
  p_sw_share_pct: 19.7
  leakagePower_uw: 0.00144
  switching_power_uw: 1050
  p_int_uw: 4300
setup_path:
  crit_type: "flip-flop to output port"
  crit_path_start_kind: "flip-flop"
  crit_path_end_kind: "output port"
  critPathBufInv: 1
  max_stage_delay_ps: 310
  crit_chain: "buf_2"
  crit_path_max_fanout: 1
  critPathSlowestCell: "dfxtp_2"
  cpLargestDelayFamily: "flip-flops"
  critPathArrivalTime_ps: 730
  required_ps: 800
placed_design:
  gp_congestion: 0.717
  portBuffers: 139
  placed_area_mm2: 0.00334
  dpl.cell_count: 355
  dp_hpwl_um: 3000
detailed_routing:
  initialDrtViolationCount: 25
  ant_nets: 0
  wl_um: 4190
  first_pass_iters: 4
  post-route-drc-count: 0
  vias: 1380
  vias_per_cell: 3.74
  routedWlPerCell_um: 11.4
  antenna_cells: 0
job:
  max-cap-violations: 0
  tool_warnings: 25
worst_hold_path:
  hold_class: "input pin to flip-flop"
run_status:
  status: "complete, no violations"
==> per-layer routing <==
metal  vias up  track usage [%]  wire [µm]
li1        722                -          -
met1       582             17.9       1720
met2        70             20.8       1980
met3         6             4.04        427
met4         0             3.57         72
met5         -                0          0
==> layout make-up <==
cell class | count | area, µm²
clock inverter | 2 | 10.0
fill | 581 | 2790
clock buffer | 12 | 155
tap | 75 | 93.8
timing repair buffer | 142 | 1090
sequential | 69 | 1380
multi-input combinational | 69 | 432
==> what timing repair did <==
item / CTS / global route
buffers inserted: 0 / 0
gates resized: 210 / 0
setup endpoints to repair: 69 / 0
==> state kept, by name, summed over array words and instances (netlist names) <==
register,count
ALUResultW,32
ReadDataW,32
rdW,5
==> path summary, 6_finish.rpt <==
path,slack (ps),depth (start not counted),start,endpoint
max,70,1,ALUResultW[3],ALUResultW[3]
min,280,3,rst,ReadDataW[16]
==> cells by family after synthesis <==
logic type	Yosys count	synth area share [%]
AND/OR/NAND/NOR	69	23.2
buffers and inverters	7	2.36
flip-flops	69	74.4
==> tightest hold or removal path, delay by kind of cell <==
| family | cells | cell delay, ps |
|---|---|---|
| buffers and inverters | 2 | 300 |
| AND/OR/NAND/NOR | 1 | 50 |
==> power by group through the flow <==
stage	sequential (µW)	clock (µW)	combinational (µW)
CTS	2920	2010	538
finish	2920	1910	524
global route	2940	2140	583
==> cells in the mapped netlist (all sizes together) <==
cell type,count
buf,7
dfxtp,69
nor2b,69
==> through the flow <==
stage / hold WS (ps) / setup WS (ps)
final: 282 / 66.0
after global routing: 280 / 10.7
after CTS: 270 / 34.5
after detailed placement: 629 / 25.4
after global placement: 626 / 28.7
after floorplan: 328 / 381
Power figures rest on the tool's default switching activity, not on a simulated workload.
