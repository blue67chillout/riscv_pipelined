===== flow/config.mk =====
export PLATFORM = sky130hd
export DESIGN_NAME = alu
export DESIGN_NICKNAME = alu
export VERILOG_FILES = /design/flow/design.v
export SDC_FILE = /design/flow/constraint.sdc
export NUM_CORES = 4
export LEC_CHECK = 1
export CORE_UTILIZATION = 30

===== flow/constraint.sdc =====
current_design alu

set clk_period 29.2
set clk_io_pct 0.2

create_clock -name clk0 -period $clk_period

set non_clock_inputs [all_inputs -no_clocks]
set_input_delay [expr $clk_period * $clk_io_pct] -clock clk0 $non_clock_inputs
set_output_delay [expr $clk_period * $clk_io_pct] -clock clk0 [all_outputs]

===== flow/design.v =====
`timescale 1 ns/1 ns
module alu #(parameter WIDTH = 32) (
    input       [WIDTH-1:0] a, b,        
    input       [3:0] alu_ctrl,          
    output reg  [WIDTH-1:0] alu_out,     
    output      zero,
    input funct3_0                     
);
always @(a, b, alu_ctrl) begin
    case (alu_ctrl)
        4'b0000:  alu_out <= a + b;        
        4'b0001:  alu_out <= a + ~b + 1;   
        4'b0010:  alu_out <= a & b;        
        4'b0011:  alu_out <= a | b;        
        4'b0110:  alu_out <= a ^ b;        
        4'b0101:  alu_out <= (a < b) ? 1:0;   
        4'b0111:  alu_out <= a << b;    
        4'b1000:  alu_out <= a >> b;    
        4'b1001:  alu_out <= $signed(a) >>> b;   
        4'b0100:  begin                    
                     if (a[31] != b[31]) alu_out <= a[31] ? 1 : 0;
                     else alu_out <= a < b ? 1 : 0;
                 end
        default: alu_out = 0;
    endcase
end
assign zero = ((alu_out == 0 && !funct3_0 && alu_ctrl == 4'b0001) || (alu_out != 0 && funct3_0 && alu_ctrl == 4'b0001) || 
               (alu_out == 1 && !funct3_0 && alu_ctrl == 4'b0100) || (alu_out == 0 && funct3_0 && alu_ctrl == 4'b0100) ||
               (alu_out == 1 && !funct3_0 && alu_ctrl == 4'b0101) || (alu_out == 0 && funct3_0 && alu_ctrl == 4'b0101) 
               ) ? 1'b1 : 1'b0;
endmodule

===== flow/run.sh =====
#!/bin/bash
# OpenROAD 26Q1-2900-gdf79404cd8, Yosys 0.63+post, stock flow scripts
make -C /OpenROAD-flow-scripts/flow DESIGN_CONFIG=/design/flow/config.mk WORK_HOME=/design/flow/orfs finish

==> flow_summary.ini <==
; yosys + openroad results
[hold_path]
hp-class = in -> out
hp-start = funct3_0

[final_timing]
setup_slack_ns = 11.27
max_slew_margin_pct = 27.8
worstMarginPinSlew_ns = 1.06
rsz0062_at_grt = no
period_needed_ns = 17.93
setup-tns-final_ns = 0
period_used_pct = 61.4
drv_slew = 0
hold_viol_final = 0
setup_viol = 0
fmax_mhz = 55.8

[finish]
nFillCells = 3873
syn_to_final_growth_pct = 13.0
flop-count = 0
drive_gt1_share_pct = 12.1
seqCellArea_um2 = 0
comb_area_mm2 = 0.00996
finish.utilization_pct = 34.6
clock_buffers = 0

[drt]
drcViolationCount = 0
drtIter0Drc = 1488
routedWlPerCell_um = 29.1
drtAntennaViolNets = 0
wl_um = 59400
detail_route.first_pass.iterations = 26
vias = 13707
via_per_inst = 6.72
n_antenna_cell = 0

[synthesis]
ys_seq_share_pct = 0
yosysChipArea_mm2 = 0.0109
syn_area_mm2 = 0.0109
avgSynthCellArea_um2 = 6.98
ys_cells = 1566
synth_cell_types = 81
yosysWarnings = 1
postSynthCellCount = 1566

[grt]
track_usage_pct = 32.1
globalRoute.totalOverflow = 0
grt_pass1_wl_um = 85700
antenna_found_initial = 0
grt_max_degree = 61
grt_pass1_vias = 12642

[setup_path]
crit_path_start_kind = input pin
path_buffers = 4
cp_max_fo = 42
cp.required_ns = 23.36
crit_family = simple AND/OR/NAND/NOR gates
cp.arrival_ns = 12.09
startpoint = b[4]
crit_path_cell_trace = clkdlybuf4s50_1 -> buf_4 -> inv_1 -> ha_1 -> nand2_1 -> a211oi_1 -> o211ai_1 -> nand4_1 -> nor2_1 -> o31ai_1 -> o311ai_0 -> or4_1 -> or4_1 -> nor4b_2 -> o21ai_1 -> o32ai_1 -> clkdlybuf4s50_1
crit_type = in -> out
crit_slowest_cell = a211oi_1
critPathMaxStageDelay_ns = 0.69
endpoint_kind = primary output

[clock_tree]
ctsHoldBuffers = 0
post_cts_resized = 0
cts_setup_buffers = 0

[run]
cap_violations = 0
warnings = 100

[floorplanning]
initial_core_util_pct = 30.6
die_w_um = 193
die_h_um = 193
rows = 69
ios = 102
die-area_mm2 = 0.0372
core_area_mm2 = 0.0357

[place]
dp_hpwl_um = 46300
port_buffers = 102
dp_slack_ns = 11.37
gp_congestion = 1.07

[status]
status = finished clean

[pwr]
irDropWorstVdd_v = 0.00000656
cellLeakagePower_nw = 4.83
power_density_mw_per_mm2 = 18.9
[tightest hold or removal path: cells and delay by family]
kind	cells	cell delay (ns)
compound gates	1	0.07
buf+inv	2	0.86
simple gates	1	0.08
[cells in the final DEF (no fill, tap or decap), types with 14 or more instances in the layout]
cell | Yosys | routed
nand2_1 | 148 | 148
mux2_2 | 30 | 30
nor4_1 | 23 | 22
a31oi_1 | 24 | 24
mux2i_1 | 44 | 44
a21o_1 | 17 | 17
o211ai_1 | 26 | 26
mux4_2 | 66 | 66
o31ai_1 | 23 | 23
nor3_1 | 50 | 49
nand4_1 | 14 | 14
a21oi_1 | 128 | 128
inv_1 | 98 | 98
nor2_1 | 126 | 126
a211oi_1 | 27 | 27
o221ai_1 | 17 | 17
buf_4 | 1 | 58
nand3_1 | 51 | 51
clkdlybuf4s50_1 | 0 | 98
ha_1 | 100 | 100
a221oi_1 | 33 | 33
nand2b_1 | 17 | 17
or3_1 | 18 | 18
o21ai_0 | 94 | 94
[metal layers]
layer | global-route usage [%] | up-vias | part of all wire [%]
met5 | 0.398 | - | 0
li1 | - | 6047 | -
met2 | 47.7 | 878 | 43
met1 | 46.1 | 6665 | 43
met3 | 6.40 | 117 | 9.7
met4 | 12.2 | 0 | 4.5
[cells in the mapped netlist, drive strengths merged, types with 18 or more instances]
library cell / count / share of area (%)
nor2: 127 / 4.4
mux4: 67 / 14
o31ai: 23 / 1.6
nor4: 23 / 1.3
inv: 99 / 3.4
or3: 18 / 1.0
clkbuf: 96 / 3.3
nand2: 148 / 5.1
nor3: 50 / 2.3
a21oi: 129 / 5.9
a211oi: 27 / 1.9
o211ai: 26 / 1.8
mux2: 30 / 3.1
a221oi: 35 / 2.9
buf: 49 / 2.2
o21ai: 98 / 4.5
nand3: 51 / 2.3
mux2i: 44 / 4.0
a31oi: 24 / 1.4
ha: 100 / 11
[path summary, 6_finish.rpt]
check	endpoint	slack (ns)	depth (start not counted)
worst max-delay path	zero	11.27	17
worst min-delay path	zero	12.69	4
[logic make-up after synthesis]
group / share of synthesized area, %
AND-OR/OR-AND: 33.9
AND/OR/NAND/NOR: 23.3
multiplexers: 21.0
adder cells (fa/ha/maj): 11.8
buffers and inverters: 9.11
XOR/XNOR: 0.961
[power breakdown]
part	internal, mW	switching, mW
clock network	0	0
logic	0.0904	0.143
registers	0	0
[area by class of cell]
class | count | share of cell area, %
multi-input combinational | 1316 | 80.6
tap | 461 | 4.67
timing repair buffer | 157 | 11.5
inverter | 105 | 3.19
[stage by stage]
step	power, mW	hold WS (ns)	cells	instance area (um^2)
3_3_place_gp	0.227	12.69	2039	12400
3_5_place_dp	0.226	12.69	2039	12400
4_1_cts	0.227	12.70	2039	12400
2_1_floorplan	0.140	11.75	1566	10900
5_1_grt	0.248	12.74	2039	12400
6_report	0.234	12.69	2039	12400
Power figures rest on the tool's default switching activity, not on a simulated workload.
