===== flow/config.mk =====
export PLATFORM = sky130hd
export DESIGN_NAME = EX_MEM_reg
export DESIGN_NICKNAME = EX_MEM_reg
export VERILOG_FILES = /design/flow/design.v
export SDC_FILE = /design/flow/constraint.sdc
export NUM_CORES = 4
export LEC_CHECK = 1
export CORE_UTILIZATION = 30

===== flow/constraint.sdc =====
current_design EX_MEM_reg

set clk_period 1.0
set clk_io_pct 0.2

create_clock -name clk0 -period $clk_period [get_ports {clk}]

set non_clock_inputs [all_inputs -no_clocks]
set_input_delay [expr $clk_period * $clk_io_pct] -clock clk0 $non_clock_inputs
set_output_delay [expr $clk_period * $clk_io_pct] -clock clk0 [all_outputs]

===== flow/design.v =====
module EX_MEM_reg (
    input clk,
    input rst,
    input [31:0]AluoutE,
    input [4:0]rdE,
    input [31:0]Mem_dataE,
    output reg [31:0]AluoutM,
    output reg [4:0]rdM,
    output reg [31:0]Mem_dataM,
    input RegWriteE,
    input ResultSrcE,
    output reg RegWriteM,
    output reg ResultSrcM,
    input MemWriteE,
    output reg MemWriteM
);
always @(posedge clk) begin
    if(rst) begin
        AluoutM <=0;
        rdM <=0;
        Mem_dataM <=0;
        RegWriteM <=0;
        ResultSrcM <=0;
        MemWriteM <=0;
    end
    else begin
        AluoutM <=AluoutE;
        rdM <=rdE;
        Mem_dataM <=Mem_dataE;
        RegWriteM <=RegWriteE;
        ResultSrcM <=ResultSrcE;
        MemWriteM <=MemWriteE;
    end
end
endmodule

===== flow/run.sh =====
#!/bin/bash
# OpenROAD 26Q1-2900-gdf79404cd8, Yosys 0.63+post, stock flow scripts
make -C /OpenROAD-flow-scripts/flow DESIGN_CONFIG=/design/flow/config.mk WORK_HOME=/design/flow/orfs finish

==> impl_metrics.tcl <==
# flow metrics
set metrics [dict create \
    run_status "completed" \
    synth_chip_area_sq_um 1982 \
    max_stage_delay_ns 0.32 \
    cts_tree "yes" \
    fin_cells 383 \
    areaGrowthSynthToFinish_pct 66.79 \
    grtUsageTotal_pct 12.82 \
    diodes 0 \
    cts_max_level 3 \
    worst_slew_pin_slew_ns 0.1848 \
    grt_pass1_wl_mm 6.803 \
    core-area_sq_um 6350 \
    drtIter0Drc 18 \
    clock-sinks 72 \
    period_used_pct 94.85 \
    ioPinCount 146 \
    power_mw 5.775 \
    post_drt_wl_per_cell_um 11.61 \
    final_hold_viol_count 0 \
    die_area_sq_um 6936 \
    power.leakage_nw 1.505 \
    cts_hold_buf 0 \
    path_max_fanout 1 \
    ctsResizeCount 220 \
    ir_drop_v 0.0007438 \
    most-common-layout-cells "buf_2 (73), nor2b_1 (72), clkdlybuf4s50_1 (72), dfxtp_1 (68), clkbuf_8 (10)" \
    finalWirelength_mm 4.445 \
    grt_pass1_vias 1332 \
    cts-root-buf "clkbuf_8" \
    final_antenna_net_count 0 \
    synthesis.area_sq_um 1982 \
    yosysWarnings 1 \
    finalMaxSlewViolations 0 \
    die_width_um 83.28 \
    warnings 25 \
    synthCells 152 \
    io_buffers 145 \
    power_density_nw_per_um2 1747 \
    antenna_found_initial 0 \
    setup_viol 0 \
    crit_family "flip-flops" \
    drive_gt1_share_pct 30.39 \
    ys_ff 72 \
    dr.pass1.iters 2 \
    syn_avg_cell_area_sq_um 13.04 \
    critPathKind "reg2out" \
    route.detailed.drc 0 \
    placed_cell_area_sq_um 3475 \
    fmax_ghz 1.054 \
    place_congestion 0.7184 \
    synth_seq_share_pct 72.73 \
    start_kind "flop" \
    num_vias 1472 \
    clockBufferDepth 2 \
    slew_headroom_pct 87.68 \
    ys_cells 152 \
    hp-start "rst" \
    clk_pin_slew_ns 0.07 \
    num_rows 29 \
    fp_util_pct 31.21 \
    final_cell_area_sq_um 3306 \
    yosysUniqueCellTypes 3 \
    post_cts_buffers 0 \
    arrival_ns 0.75 \
    hpwlAfterDp_mm 3.153 \
    nFillCells 587 \
    fin_util_pct 52.06 \
    path_buffers 1 \
    die_h_um 83.28 \
    fin_crit_ns 0.9485 \
    grt.overflow.total 0 \
    cpMaxStageDelayCell "dfxtp_2" \
    cp_cell_sequence "buf_2" \
    numCtsBuffers 9 \
    vias_per_cell 3.843 \
    grt_max_degree 43 \
    crit_start "AluoutM[11]" \
    grt_setup_unrepaired "no" \
    min_path_type "in2reg" \
    tns_ns 0 \
    cap_violations 0 \
    place_inst 368 \
    required_ns 0.80 \
    final_common_cell "buf_2" \
    cp-end-kind "output pin" \
]
stage by stage:
step           setup WS, ns  hold WS [ns]
2_1_floorplan        0.4034        0.3282
3_3_place_gp        0.02727        0.6445
6_report            0.05155        0.2877
3_5_place_dp        0.02810        0.6436
4_1_cts             0.03045        0.2734
5_1_grt            0.002438        0.2896
synth_stat cells:
library cell	n	area, sq um
nor2b_1	72	450.4
dfxtp_1	72	1441
buf_6	8	90.09
logic make-up (layout without fill, tap and decap cells):
logic type | after synthesis | in the layout | synth area share [%]
buffers and inverters | 8 | 162 | 4.546
flip-flops | 72 | 72 | 72.73
AND/OR/NAND/NOR | 72 | 72 | 22.73
worst paths after layout:
path                 endpoint  cells after the start
setup / recovery  AluoutM[11]                      1
hold / removal         rdM[4]                      3
routing by layer:
layer | track usage, % | up-vias | part of all wire [%]
li1 | - | 752 | -
met1 | 17.28 | 616 | 42
met2 | 19.08 | 90 | 43
met3 | 5.449 | 14 | 11
met4 | 4.232 | 0 | 3.8
met5 | 0 | - | 0
report_power, final:
group | switching (mW) | internal, mW
clock | 0.988 | 1.19
combinational | 0.122 | 0.422
sequential | 0.0277 | 3.02
total | 1.14 | 4.64
flip-flops by register name, indices dropped and copies added, names as in the netlist:
register,cells
AluoutM,32
MemWriteM,1
Mem_dataM,32
RegWriteM,1
ResultSrcM,1
rdM,5
area by class of cell:
cell class	instances	area [sq um]	area share [%]
Clock buffer	11	141.4	4.277
Clock inverter	4	45.04	1.363
Multi-Input combinational cell	72	450.4	13.63
Sequential cell	72	1446	43.75
Tap cell	77	96.34	2.914
Timing Repair Buffer	147	1126	34.07
